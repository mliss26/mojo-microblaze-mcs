### design/flow/config.mk
export PLATFORM = sky130hd
export DESIGN_NAME = pdm_iom
export DESIGN_NICKNAME = pdm_iom
export VERILOG_FILES = /design/flow/design.v
export SDC_FILE = /design/flow/constraint.sdc
export NUM_CORES = 4
export LEC_CHECK = 1
export CORE_UTILIZATION = 30
### design/flow/constraint.sdc
current_design pdm_iom

set clk_period 4.6
set clk_io_pct 0.2

create_clock -name clk0 -period $clk_period [get_ports {clk}]

set non_clock_inputs [all_inputs -no_clocks]
set_input_delay [expr $clk_period * $clk_io_pct] -clock clk0 $non_clock_inputs
set_output_delay [expr $clk_period * $clk_io_pct] -clock clk0 [all_outputs]
### design/flow/design.v
module pdm#(parameter DUTY_BITS = 8) (
    input clk,
    input rst,
    input en,
    input [DUTY_BITS-1:0] duty,
    output pdm
    );
    reg pdm_d, pdm_q;
    reg [DUTY_BITS:0] accumulator_d, accumulator_q;
    assign pdm = pdm_q;
    always @(accumulator_q, duty, en) begin
        if (en) begin
            if (accumulator_q > {DUTY_BITS{1'b1}}) begin
                accumulator_d = accumulator_q - {DUTY_BITS{1'b1}} - 1 + duty;
                pdm_d = 1'b1;
            end else begin
                accumulator_d = accumulator_q + duty;
                pdm_d = 1'b0;
            end
        end else begin
            accumulator_d = accumulator_q;
            pdm_d = 1'b0;
        end
    end
    always @(posedge clk, posedge rst) begin
        if (rst) begin
            accumulator_q <= {(DUTY_BITS+1){1'b0}};
            pdm_q <= 1'b0;
        end else begin
            accumulator_q <= accumulator_d;
            pdm_q <= pdm_d;
        end
    end
endmodule
module pdm_iom#(
    parameter DUTY_BITS = 8,
    parameter PDM_COUNT = 2
    )(
    input clk,
    input rst,
    input io_addr_strobe,
    input io_read_strobe,
    input io_write_strobe,
    input [11:0] io_address,
    input [3:0] io_byte_enable,  
    input [31:0] io_write_data,
    output [31:0] io_read_data,
    output io_ready,
    output [PDM_COUNT-1:0] pdm
    );
    genvar i;
    integer j;
    reg io_ready_q;
    reg [DUTY_BITS-1:0] io_read_data_q;
    reg [PDM_COUNT-1:0] pdm_en;
    reg [DUTY_BITS-1:0] pdm_duty [0:PDM_COUNT-1];
    assign io_read_data = {{(32-DUTY_BITS){1'b0}},io_read_data_q};
    assign io_ready = io_ready_q;
    generate
        for(i = 0; i < PDM_COUNT; i = i+1) begin: gen_pdm_loop
            pdm #(.DUTY_BITS(DUTY_BITS)) pdm_inst (
                .clk(clk),
                .rst(rst),
                .en(pdm_en[i]),
                .duty(pdm_duty[i]),
                .pdm(pdm[i])
            );
        end
    endgenerate
    always @(posedge clk, posedge rst) begin
        if (rst) begin
            pdm_en <= {PDM_COUNT{1'b0}};
            for(j = 0; j < PDM_COUNT; j = j+1)
                pdm_duty[j] <= 8'b0;
            io_read_data_q <= {DUTY_BITS{1'b0}};
            io_ready_q <= 1'b0;
        end else begin
            io_read_data_q <= {DUTY_BITS{1'b0}};
            io_ready_q <= 1'b0;
            if (io_addr_strobe) begin
                if (io_address == 0) begin
                    if (io_read_strobe)
                        io_read_data_q <= {{DUTY_BITS-PDM_COUNT{1'b0}},pdm_en};
                    else if (io_write_strobe)
                        pdm_en <= io_write_data[PDM_COUNT-1:0];
                end
                for(j = 0; j < PDM_COUNT; j = j+1) begin: gen_addr_loop
                    if (io_address == 4*(j+1)) begin
                        if (io_read_strobe)
                            io_read_data_q <= pdm_duty[j];
                        else if (io_write_strobe)
                            pdm_duty[j] <= io_write_data[7:0];
                    end
                end
                io_ready_q <= 1'b1;
            end
        end
    end
endmodule
### design/flow/run.sh
#!/bin/bash
# OpenROAD 26Q1-2900-gdf79404cd8, Yosys 0.63+post, stock flow scripts
make -C /OpenROAD-flow-scripts/flow DESIGN_CONFIG=/design/flow/config.mk WORK_HOME=/design/flow/orfs finish
==> Slide: Implementation Results <==
Physical Implementation Snapshot

Outcome
  – Outcome: finished clean

Critical path
  – R2r startpoint: pdm_duty[0][4]
  – Worst path required time: between 4 and 5 ns
  – CP max stage delay: 0.65 ns
  – Crit path max fanout: 9
  – R2r setup slk: 2.57 ns
  – CP Cell Sequence: clkdlybuf4s50_1, or4_1, nor4_4, buf_4, nor2b_1, buf_4, mux2_2
  – CP Data Arrival Time: approximately 3.4 ns
  – Worst setup EP type: register
  – R2r worst-path depth: 5
  – Most used cell, CP: buf_4
  – Worst setup SP type: input port
  – Setup Crit Path Kind: in2reg
  – RR Endpoint: gen_pdm_loop[0].pdm_inst.accumulator_q[7]
  – Crit-path slowest cell: or4_1

Final layout
  – Filler cells: slightly below 900
  – P&R area growth vs syn: 16.3%
  – Fin cells: 402
  – Most frequent logic cell in the layout: dfrtp_1
  – Design area: 3250 sq um
  – Layout cell share with drive strength beyond 1: around 15%
  – Top cells excl fill/tap: 47 x dfrtp_1, 35 x clkdlybuf4s50_1, 26 x mux2_2, 24 x conb_1, 21 x nor2_1

Routing
  – Average wire per standard cell: 13.0 um
  – Antenna diode count: 0
  – Pre-antenna DRT Iters: 17
  – DRT iter0 DRCs: 96
  – DR vias/cell: 4.85
  – Antenna-violating nets left: 0
  – WL final: ~5200 um
  – DRC violations left: 0
  – Vias: roughly 1.9k

Clock network
  – Post-CTS setup buffers: 0
  – Root buffer cell: clkbuf_8
  – Clk sinks: 47
  – CTS Buffer Depth: 2
  – Worst-path clk slew: roughly 0.080 ns
  – H-tree levels: 2
  – TritonCTS clock tree: yes
  – CTS Hold Bufs: 0
  – Gates resized, CTS repair: 0
  – Latency at later pin: 0.30 ns
  – Total CTS buffers: 5

Yosys
  – Async set-reset flop share out of synthesis: around 100%
  – Mean Syn Cell Area: 10.8 sq um
  – Top_reg_cell synth: dfrtp_1
  – Cell total in the yosys stat output: about 260
  – Number of enable flip-flop cells: 0
  – Chip area in the Yosys report: 2790 sq um
  – Post-synth design cell area: 2790 sq um
  – Yosys cell types: 56
  – Count of state elements after synthesis: 47
  – Synthesized instance count: 258
  – Synth Seq Share: about 42%
  – Warnings, synthesis: 4

Placement
  – Dpl hpwl: approximately 3700 um
  – Post-Place Cell Area: roughly 3200 sq um
  – Final Wtd Congestion: approximately 0.77
  – Cells after DPL: 394
  – PortBufs: 35

Die
  – Chip area: a little under 10000 sq um
  – Site row count: 34
  – Core ar.: 8850 sq um
  – Die Y-Extent: 98.5 um
  – FP Util: 31.6%
  – Die X-Extent: around 98 um
  – Ports: 88

STA
  – Setup tns final: 0 ns
  – Final tally of hold violations: 0
  – Final Setup Violations: 0
  – Fmax: 306 MHz
  – Setup Skew: 0.0107 ns
  – Max-slew headroom: between 50 and 60%
  – Final Critical Period: 3.27 ns
  – Least-Margin Pin Slew: 0.657 ns
  – Unrepaired setup endpoints after global routing: no
  – Cycle use final: 71.0%
  – Slew Limit Fails: 0

GRT
  – Grt total ovfl: 0
  – First-pass GRT wire length: about 9100 um
  – Largest net degree at the start of global routing: 48
  – M2 GR Usage: roughly 16%
  – Initial antenna violation count: 0
  – Vias in the first global route: around 1.8k
  – Busiest grt layer: met1
  – Grt met1 use: 19.4%
  – Gr usage total: 11.9%
  – M3 GR Usage: 3.61%

Power
  – Leakage: approximately 1.5 nW
  – Max VDD drop: 0.113 mV
  – Total power draw: 0.699 mW
  – Pwr dens: 215 nW/um^2

Hold path
  – Min-Delay Path Depth: 1
  – Hold WC Path Type: reg2reg
  – Hold EP: gen_pdm_loop[1].pdm_inst.pdm_q
  – HP Start: gen_pdm_loop[1].pdm_inst.accumulator_q[8]

Job
  – Tool warnings: 53
  – MaxCap Viol Count: 0
synthesized netlist by cell type, types with 2 or more instances:
cell / number / area [sq um]
a211oi_1: 3 / 22.5
a21o_1: 4 / 30.0
a21oi_1: 8 / 40.0
a22oi_1: 2 / 15.0
a32oi_1: 6 / 52.6
and2_1: 3 / 18.8
and3_1: 2 / 12.5
buf_4: 27 / 203
clkbuf_1: 6 / 22.5
dfrtp_1: 47 / 1180
fa_1: 2 / 40.0
ha_1: 16 / 200
inv_1: 9 / 33.8
mux2_2: 26 / 293
nand2_1: 7 / 26.3
nand2b_1: 3 / 18.8
nand3_1: 3 / 15.0
nand3b_1: 4 / 30.0
nor2_1: 21 / 78.8
nor2b_1: 5 / 31.3
nor4_4: 2 / 42.5
o211ai_1: 2 / 15.0
o21a_1: 3 / 22.5
o21ai_0: 8 / 40.0
o311ai_0: 2 / 17.5
o31a_1: 2 / 17.5
or2_2: 2 / 12.5
or3_1: 2 / 12.5
or4_1: 2 / 15.0
xnor2_1: 3 / 26.3
cell families (layout without fill, tap and decap cells):
kind of cell | count (synthesis) | after routing | share of synthesized area [%]
XOR/XNOR | 4 | 4 | 1.25
buffers and inverters | 44 | 57 | 9.54
adder cells (fa/ha/maj) | 18 | 18 | 8.60
multiplexers | 26 | 26 | 10.5
AND/OR/NAND/NOR | 65 | 65 | 14.2
AND-OR/OR-AND | 53 | 53 | 13.7
flip-flops | 47 | 47 | 42.1
other | 1 | 24 | 0.134
routing by layer:
metal,vias to the layer above,part of all wire (%)
met1,915,51
met3,4,6.8
met5,-,0
met4,0,0.92
li1,971,-
met2,59,41
worst max path at each step:
stage,startpoint,end,slack (ns),cells past startpoint
after CTS,io_address[9],pdm_duty[1][0],1.35,7
final,io_address[9],pdm_duty[1][0],1.33,7
after global routing,io_address[9],pdm_duty[1][2],1.20,7
where the power goes:
part	internal (mW)	total, mW	switching, mW	leakage (nW)
Clock	0.107	0.238	0.131	0.0422
Sequential	0.415	0.416	0.00118	0.654
Combinational	0.0234	0.0446	0.0212	0.836
Total	0.545	0.699	0.154	1.53
critical path: cells and delay by family:
kind / cells / cell delay [ns]
buffers and inverters: 3 / 0.83
multiplexers: 1 / 0.33
AND/OR/NAND/NOR: 3 / 1.35
metrics by stage:
stage / setup WS (ns) / util (%) / hold slack [ns]
finish: 1.33 / 36.7 / 0.494
global route: 1.20 / 36.7 / 0.531
CTS: 1.35 / 36.7 / 0.495
detailed placement: 1.04 / 35.8 / 0.474
global placement: 1.05 / 35.8 / 0.463
floorplan: 1.86 / - / 0.450
final cells by class:
| class | instances | area (sq um) | area share, % |
|---|---|---|---|
| multi-input combinational | 190 | 1440 | 44.2 |
| sequential | 47 | 1180 | 36.2 |
| timing repair buffer | 39 | 380 | 11.7 |
| tap | 108 | 135 | 4.16 |
| clock buffer | 7 | 76.3 | 2.35 |
| inverter | 10 | 37.5 | 1.16 |
| clock inverter | 1 | 5.00 | 0.154 |
sequential cells by signal, summed over array words and instances (netlist names):
| name | cells |
|---|---|
| gen_pdm_loop.pdm_inst.accumulator_q | 18 |
| pdm_duty | 16 |
| io_read_data_q | 8 |
| gen_pdm_loop.pdm_inst.pdm_q | 2 |
| pdm_en | 2 |
| io_ready_q | 1 |
Power figures rest on the tool's default switching activity, not on a simulated workload.
