===== /design/flow/run.sh =====
#!/bin/bash
# OpenROAD 26Q1-2900-gdf79404cd8, Yosys 0.63+post, stock flow scripts
make -C /OpenROAD-flow-scripts/flow DESIGN_CONFIG=/design/flow/config.mk WORK_HOME=/design/flow/orfs finish

===== /design/flow/config.mk =====
export PLATFORM = sky130hd
export DESIGN_NAME = prng
export DESIGN_NICKNAME = prng
export VERILOG_FILES = /design/flow/design.v
export SDC_FILE = /design/flow/constraint.sdc
export NUM_CORES = 4
export LEC_CHECK = 1
export CORE_AREA = 10 10 99 99
export DIE_AREA = 0 0 109 109

===== /design/flow/design.v =====
module prng(
    input clk,
    input rst,
    input next,
    input [31:0] seed,
    output [31:0] num
    );
    localparam INIT = 32'b01101011110010110111011010011100;
    reg [31:0] pn_d, pn_q = INIT;
    assign num = pn_q;
    always @(*) begin
        if (next)
            pn_d = {pn_q[30:0], pn_q[30] ^ pn_q[24] ^ pn_q[10] ^ pn_q[6]};
        else
        pn_d = pn_q;
    end
    always @(posedge clk) begin
        if (rst)
            pn_q <= #1 INIT ^ seed;
        else
            pn_q <= #1 pn_d;
    end
endmodule

===== /design/flow/constraint.sdc =====
current_design prng

set clk_period 1.8
set clk_io_pct 0.2

create_clock -name clk0 -period $clk_period [get_ports {clk}]

set non_clock_inputs [all_inputs -no_clocks]
set_input_delay [expr $clk_period * $clk_io_pct] -clock clk0 $non_clock_inputs
set_output_delay [expr $clk_period * $clk_io_pct] -clock clk0 [all_outputs]

==> results.tsv <==
stage	metric	value	unit
logic_synthesis	yosys stat chip area	0.00147	mm2
global_route	first-pass GRT wire length	5200	um
logic_synthesis	adder-cell share of the synthesized area	0	
floorplan	die width	109	um
clock_network	Max clock buf depth	2	
sta	Clock Skew	0.00413	ns
setup_path	Largest stage delay, worst path	0.52	ns
routing	routed vias	962	
routing	# DRC	0	
setup_path	Crit. End Element	output pin	
routing	average wire per standard cell	13.4	um
logic_synthesis	aoi share	0.00341	
clock_network	Reg clk slew, reported paths	0.06	ns
global_route	vias in the first global route	1026	
status	status	completed	
sta	achievable frequency	629	MHz
routing	ant diodes	0	
sta	Setup TNS Final	0	ns
routing	initial drt markers	21	
logic_synthesis	main kind of combinational logic by area	multiplexers	
sta	Slew Viols, Final	0	
logic_synthesis	Post-synth regs	32	
sta	Final Cycle Share	0.883	
layout	Regs by FF count	pn_q (32)	
logic_synthesis	Seq/Total Area, Yosys	0.655	
pwr	peak supply drop	0.226	mV
setup_path	Worst Path Required	1.44	ns
logic_synthesis	Post-Syn Instances	92	
floorplan	# IOs	67	
setup_path	Buf/Inv on CP	1	
sta	fin crit period	1.59	ns
setup_path	CP Max Fanout	3	
job	Max-cap violations	0	
setup_path	kind of critical path	flip-flop to output pin	
routing	First-pass DRT Iterations	2	
setup_path	family with the most delay on the worst path	buffers and inverters	
clock_network	insertion delay at the late pin of the worst-skew pair	0.28	ns
logic_synthesis	Netlist cell types	11	
global_route	largest net degree at the start of global routing	33	
logic_synthesis	post-synthesis simple-gate area fraction	0.00683	
routing	via/cell ratio	3.56	
pwr	Total Power	1.84	mW
placed_design	GP Congestion	0.760	
placed_design	placed cell count	262	
placed_design	dpl hpwl	2850	um
floorplan	die height	109	um
setup_path	CP Launch Type	flip-flop	
layout	fillcell total	779	
logic_synthesis	Synth Warn #	1	
routing	Post-DRT Antenna Nets	0	
floorplan	initial core utilization	0.190	
clock_network	Root Driver	clkbuf_8	
setup_path	Arr. time, crit path	1.23	ns
clock_network	Post-CTS Setup Bufs	0	
floorplan	Die ar.	0.0119	mm2
pwr	leakage	0.964	nW
placed_design	count of buffers from port buffering	66	
clock_network	number of H-tree levels	2	
global_route	GRT Residual Overflow	0	
sta	Slew HR	0.754	
clock_network	Num CTS Buffers	5	
sta	final setup vio count	0	
logic_synthesis	mux contribution to synthesized area	0.242	
logic_synthesis	Mapped Area	0.00147	mm2
sta	final hold violations	0	
layout	Area Overhead vs Synth	60.2	%
logic_synthesis	yosys xor share	0.0179	
routing	final WL	3620	um
logic_synthesis	Syn Area/Cell	15.9	um2
hold_path	Worst Hold Class	flip-flop to flip-flop	
layout	layout cells sized above 1	0.143	
sta	Worst Max-Slew Pin Slew	0.368	ns
global_route	antenna violations before repair	0	
setup_path	critical-path cell list	clkdlybuf4s50_1	
layout	Largest Register	pn_q	
clock_network	CTS resizes	0	
clock_network	CTS tree	built	
sta	RSZ-0062 raised after global routing	no	
pwr	pwr dens	784	mW/mm2
layout	max reg flops	32	
floorplan	core area	0.00773	mm2
job	total tool warning count	25	
clock_network	clock sinks	32	
clock_network	hold_buf cts	0	
layout	Final Util	0.304	
global_route	GRT Total Usage	0.0577	
floorplan	row cnt	32	
setup_path	slowest cell on the critical path	clkdlybuf4s50_1	
layout	Final Non-Filler Cells	270	
logic_synthesis	yosys cell count	92	
[metal layers]
metal / routed length [um] / GRT usage
met5: 0 / 0
met4: 42 / 0.00753
met3: 554 / 0.0376
met2: 1470 / 0.0797
met1: 1550 / 0.0767
[through the flow]
step	hold WS, ns	area (um2)	setup slack, ns
3_5_place_dp	0.570	2270	0.301
3_3_place_gp	0.561	2270	0.319
2_1_floorplan	0.525	1470	0.0230
4_1_cts	0.589	2350	0.167
5_1_grt	0.600	2350	0.122
6_report	0.582	2350	0.211
[cells by family after synthesis]
group / after synthesis
xor gates and xnor gates: 3
muxes: 31
DFF: 32
and+or+nand+nor: 2
AOI/OAI and AO/OA: 1
buffers and inverters: 23
[cells in the mapped netlist, drive strengths merged]
master / count / share of area
buf: 4 / 0.026
or2: 1 / 0.0043
nand2: 1 / 0.0026
inv: 19 / 0.049
mux2i: 19 / 0.13
edfxtp: 32 / 0.66
o21ai: 1 / 0.0034
mux2: 12 / 0.11
xnor2: 3 / 0.018
[path summary, 6_finish.rpt]
path / from / to / slack (ns) / depth (start not counted)
setup reg to reg: pn_q[10] / pn_q[0] / 0.66 / 3
setup / recovery: pn_q[10] / num[10] / 0.21 / 1
hold reg to reg: pn_q[27] / pn_q[28] / 0.58 / 1
hold / removal: pn_q[27] / pn_q[28] / 0.58 / 1
[where the power goes]
group          total (mW)  internal (mW)  leakage, nW  switching (mW)
combinational       0.363          0.272        0.598          0.0908
clock               0.504          0.268       0.0399           0.236
sequential          0.974          0.925        0.326          0.0494
total                1.84           1.47        0.964           0.376
[placed cells by master (no fill, tap or decap)]
cell type         n
or2_1             1
xnor2_1           3
clkinv_1          1
inv_1            19
mux2_4            8
buf_4             5
mux2i_1          19
o21ai_0           1
nand2_1           1
clkbuf_8          5
clkdlybuf4s50_1  65
buf_2             1
mux2_2            4
clkbuf_1          2
buf_12            1
edfxtp_1         32
[worst register-to-register path: cells and delay by family, from the launching register on]
kind | cells | cell delay [ns]
XOR/XNOR | 2 | 0.33
AND-OR/OR-AND | 1 | 0.07
flip-flops | 1 | 0.47
[cell type report]
class                           count  area [um2]  area share
Sequential cell                    32         961       0.409
Timing Repair Buffer               72         713       0.304
Multi-Input combinational cell     37         397       0.169
Tap cell                          102         128      0.0543
Clock buffer                        7        76.3      0.0325
Inverter                           19        71.3      0.0304
Clock inverter                      1        3.75     0.00160
Power figures rest on the tool's default switching activity, not on a simulated workload.
